$ cat flow/config.mk
export PLATFORM = sky130hd
export DESIGN_NAME = lab4_s
export DESIGN_NICKNAME = lab4_s
export VERILOG_FILES = /design/flow/design.v
export SDC_FILE = /design/flow/constraint.sdc
export NUM_CORES = 4
export LEC_CHECK = 1
export CORE_UTILIZATION = 40
$ cat flow/constraint.sdc
current_design lab4_s

set clk_period 4.2
set clk_io_pct 0.2

create_clock -name clk0 -period $clk_period [get_ports {clk}]

set non_clock_inputs [all_inputs -no_clocks]
set_input_delay [expr $clk_period * $clk_io_pct] -clock clk0 $non_clock_inputs
set_output_delay [expr $clk_period * $clk_io_pct] -clock clk0 [all_outputs]
$ cat flow/design.v
`timescale 1ns / 1ps
module lab4_s
#(parameter DATA_WIDTH = 8,
  parameter FIFO_DEPTH = 16)
(
input logic clk,
input logic rst,
input logic write_en,
input logic [7:0] wdata,
input logic read_en,
output logic [7:0] rdata,
output logic full,
output logic empty,
output logic [4:0]write_ptr,
output logic [4:0]read_ptr
    );
logic [3:0] write_next;             
logic [3:0] read_next;                
logic [4:0] write_position;                   
logic [4:0] read_position;                  
assign write_next = write_position[3:0];
assign read_next = read_position[3:0];
logic [7:0] Data [0:15];
always_ff@(posedge clk,posedge rst)
if(rst)
    write_position <= 0;                                    
else if(write_en && ~full)                          
    write_position <= write_position + 1;
always_ff@(posedge clk,posedge rst)
if(rst)
    read_position <= 0;
else if(read_en && ~empty)                           
    read_position <= read_position + 1;
assign full = (read_position=={~write_position[4],write_next})?1'b1:1'b0;
assign empty = (read_position==write_position)?1'b1:1'b0;
always_ff@(posedge clk)
if(write_en && ~full)
    Data[write_next] <= wdata;
always_ff@(posedge clk,posedge rst)       
if(rst)
    rdata <= 0;
else if(read_en && ~empty)
    rdata <= Data[read_next];
assign write_ptr = write_position[4:0];
assign read_ptr = read_position[4:0];	 
endmodule
$ cat flow/run.sh
#!/bin/bash
# OpenROAD 26Q1-2900-gdf79404cd8, Yosys 0.63+post, stock flow scripts
make -C /OpenROAD-flow-scripts/flow DESIGN_CONFIG=/design/flow/config.mk WORK_HOME=/design/flow/orfs finish
==> results.py <==
# Auto-generated metrics
metrics = {
    "yosys": {
        "postSynthCellCount": 302,
        "netlist-cell-type-count": 28,
        "syn_avg_cell_area_um2": 19.7,
        "ys_seq_share": 0.720,
        "yosys.stat.chipArea_um2": 5960,
        "ys_cells": 302,
        "syn_area_um2": 5960,
        "ys.warnings.count": 1,
        "synth_flop_count": 146,
    },
    "clocking": {
        "cts.sink_count": 146,
        "insertion_delay_ns": 0.42,
        "ctsHtreeMaxLevel": 4,
        "cts_hold_buffers": 0,
        "post-cts-setup-buffers": 0,
        "cts_buffer_depth": 2,
        "cts_buffers": 17,
        "cts.clk_slew.worst_paths_ns": 0.06,
        "cts_root_buf": "sky130_fd_sc_hd__clkbuf_16",
        "cts_repair_resize_count": 0,
        "cts_tree": "done",
    },
    "final_timing": {
        "finalSetupViolCount": 0,
        "fin_ws_ns": 0.852,
        "timing.final.crit_period_ns": 3.35,
        "slew_headroom": 0.422,
        "fin_setup_tns_ns": 0,
        "fmax_mhz": 299,
        "hold_viol_final": 0,
        "slew_viol_final": 0,
        "fin_skew_ns": 0.00713,
        "rsz0062_at_grt": "no",
        "finalClockPeriodUsage": 0.797,
        "timing_worst_slew_pin_value_ns": 0.865,
    },
    "setup_path": {
        "worst_reg_to_reg_cells": 5,
        "worstReg2RegStart": "read_position[1]",
        "regToRegSetupSlack_ns": 1.43,
        "required_ns": 3.36,
        "crit_path_end_kind": "primary output",
        "cp_max_fo": 20,
        "crit-reg2reg-capture": "rdata[0]",
        "start_kind": "register",
        "data_arrival_time_of_the_critical_path_ns": 2.51,
        "cpMaxStageDelayCell": "sky130_fd_sc_hd__dfrtp_1",
        "timing_worst_setup_path_type": "register to primary output",
        "max_stage_delay_ns": 0.89,
        "timing.critical_path.cells": "xnor2_1 > nand4_2 > nor2_1 > clkdlybuf4s50_1",
    },
    "global_route": {
        "grtUsageTotal": 0.190,
        "vias_in_the_first_global_route": 3023,
        "antenna_found_initial": 0,
        "grt_start_max_net_pins": 45,
        "wire_length_of_the_first_global_routing_pass_um": 18900,
        "global_route.overflow_total": 0,
    },
    "worst_hold_path": {
        "hold-path-endpoint": "rdata[2]",
        "hold-path-cell-count": 1,
        "holdCritPathClass": "register to register",
        "worst_hold_startpoint": "rdata[2]",
    },
    "die": {
        "floorplan.die.height_um": 124,
        "fp.dieArea_um2": 15400,
        "die_w_um": 124,
        "floorplan.core_util": 0.410,
        "io_pins": 32,
        "num_rows": 44,
        "core_um2": 14500,
    },
    "job": {
        "max_cap_violations": 0,
        "stage_log_warnings": 28,
    },
    "pwr": {
        "leakagePower_nw": 2.47,
        "max-vdd-ir-drop_mv": 0.370,
        "power_density_relative_to_cell_area_nw_per_um2": 714,
    },
    "route": {
        "wire_per_inst_um": 23.2,
        "drt_pass_1_iters": 4,
        "ant_nets": 0,
        "drc": 0,
        "routed-wl-met2_um": 5920,
        "detail_route.iter0.violations": 271,
        "drt-total-wl_um": 12500,
        "detail_route.vias_per_cell": 5.38,
        "m1_wire_length_um": 5190,
        "highest-signal-layer": "met4",
        "antenna_cells": 0,
        "num_vias": 2890,
        "dr_wl_met3_um": 1190,
    },
    "placed_design": {
        "detailedPlace.worstSlack_ns": 1.29,
        "dp_hpwl_um": 7940,
        "portBuffers": 31,
        "place_congestion": 0.848,
    },
    "finish": {
        "area_delta_synth_final_pct": 18.5,
        "post_route_cells_drive_above_1_share": 0.181,
        "comb_area_um2": 1570,
        "fillers": 1163,
        "seqCellArea_um2": 4300,
        "layout.cells.most_common": "sky130_fd_sc_hd__edfxtp_1",
        "layout_top_cells_excl_fill_tap": "sky130_fd_sc_hd__edfxtp_1, sky130_fd_sc_hd__clkdlybuf4s50_1, sky130_fd_sc_hd__mux2_2, sky130_fd_sc_hd__clkbuf_16, sky130_fd_sc_hd__dfrtp_1",
    },
    "status": {
        "status": "finished, final reports clean",
    },
}
## worst max path at each step
stage | from | to | cells after the start | slack (ns)
final | read_position[3] | full | 4 | 0.85
after global routing | read_position[3] | full | 4 | 0.75
after CTS | read_position[3] | full | 4 | 0.83
## registers in the layout, summed over array words and instances (netlist names)
signal,flops
rdata,8
write_position,5
Data,128
read_position,5
## stage by stage
| step | cell area (um2) | cells | total power [mW] | utilization | hold WS, ns |
|---|---|---|---|---|---|
| after global placement | 6450 | 505 | 3.54 | 0.444 | 0.499 |
| after CTS | 7060 | 537 | 5.09 | 0.486 | 0.521 |
| final | 7060 | 537 | 5.04 | 0.486 | 0.521 |
| after detailed placement | 6450 | 505 | 3.54 | 0.444 | 0.507 |
| after global routing | 7060 | 537 | 5.28 | 0.486 | 0.545 |
| after floorplan | 5960 | 302 | 2.96 | - | 0.454 |
## power by group
part	internal, mW	switching, mW
Combinational	0.779	0.726
Clock	0.988	0.559
Sequential	1.80	0.186
## Yosys cell counts (all sizes together)
library cell,count,share of area
dfrtp,18,0.076
o21ai,1,0.0027
nor2,4,0.0025
o211ai,5,0.0063
a22o,8,0.012
buf,13,0.013
a221oi,8,0.012
mux2i,16,0.027
clkbuf,3,0.0019
xnor2,13,0.019
nand4,1,0.0021
nor2b,5,0.0052
mux2,18,0.034
and2,1,0.0011
edfxtp,128,0.64
and3,15,0.016
nor3,1,0.00084
inv,4,0.0025
mux4,24,0.099
nand2b,8,0.0084
ha,5,0.010
o2111ai,1,0.0015
xor2,1,0.0015
o21a,1,0.0013
## cell families (layout without fill, tap and decap cells)
group	Yosys count	count (layout)	share of synthesized area
xor+xnor	14	14	0.0206
flops	146	146	0.720
mux	58	58	0.160
fa+ha+maj	5	5	0.0105
compound gates	24	24	0.0353
simple gates	35	35	0.0359
buf+inv	20	71	0.0170
## cell type report
type	instances	share of cell area
multi-input combinational	136	0.222
tap	184	0.0326
sequential	146	0.608
clock inverter	15	0.0268
timing repair buffer	35	0.0482
inverter	4	0.00213
clock buffer	17	0.0603
## routing by layer
layer  global-route usage  vias to the layer above
met2                0.276                      105
li1                     -                     1312
met5                    0                        -
met3               0.0832                       12
met1                0.299                     1461
met4               0.0275                        0
## worst max-delay path: cells and delay by family (launching register included)
family                    cells  cell delay, ns
xor gates and xnor gates      1            0.21
buffers and inverters         1            0.47
DFF                           1            0.89
and+or+nand+nor               2            0.51
Power and IR drop assume default switching activity.
