==> /design/flow/config.mk <==
export PLATFORM = sky130hd
export DESIGN_NAME = lab3_b
export DESIGN_NICKNAME = lab3_b
export VERILOG_FILES = /design/flow/design.v
export SDC_FILE = /design/flow/constraint.sdc
export NUM_CORES = 4
export LEC_CHECK = 1
export CORE_AREA = 10 10 78 78
export DIE_AREA = 0 0 88 88
==> /design/flow/constraint.sdc <==
current_design lab3_b

set clk_period 2.3
set clk_io_pct 0.2

create_clock -name clk0 -period $clk_period [get_ports {clk}]

set non_clock_inputs [all_inputs -no_clocks]
set_input_delay [expr $clk_period * $clk_io_pct] -clock clk0 $non_clock_inputs
set_output_delay [expr $clk_period * $clk_io_pct] -clock clk0 [all_outputs]
==> /design/flow/design.v <==
module lab3_b(input logic clk,
 input logic reset,
 input logic left, right,
 output logic la, lb, lc, ra, rb, rc);
logic [2:0]current_state;
logic [2:0]next_state;
logic [2:0]SAT = 3'b000;
logic [2:0]LE0 = 3'b001;
logic [2:0]LE1 = 3'b010;
logic [2:0]LE2 = 3'b011;
logic [2:0]RE0 = 3'b100;
logic [2:0]RE1 = 3'b101;
logic [2:0]RE2 = 3'b110;
always_ff @ (posedge clk or negedge reset)
begin
	if(!reset)
		current_state <= SAT;
	else 
		current_state <= next_state;
end
always_comb
begin
	case(current_state)
		SAT: if (left == 1'b1)
				next_state = RE0;
			  else if (right == 1'b1)
			   next_state = LE0;
			  else
			  begin 
			   next_state = current_state;
			  end
		LE0: next_state = LE1;		
		LE1: next_state = LE2;		
		LE2: next_state = SAT;
		RE0: next_state = RE1;
		RE1: next_state = RE2;	
		RE2: next_state = SAT;
		default: next_state = SAT;
	endcase
end
always@(posedge clk or negedge reset) 
begin
	if (!reset)
	begin
		la <= 1'b0;
		lb <= 1'b0;
		lc <= 1'b0;
		ra <= 1'b0;
		rb <= 1'b0;
		rc <= 1'b0;
	end
	else
	begin
		case(current_state)
			SAT: begin
			la <= 1'b0;
			lb <= 1'b0;
			lc <= 1'b0;
			ra <= 1'b0;
			rb <= 1'b0;
			rc <= 1'b0;
			end
			LE0: begin
			la <= 1'b0;
			lb <= 1'b0;
			lc <= 1'b0;
			ra <= 1'b1;
			rb <= 1'b0;
			rc <= 1'b0;
			end
			LE1: begin
			la <= 1'b0;
			lb <= 1'b0;
			lc <= 1'b0;
			ra <= 1'b1;
			rb <= 1'b1;
			rc <= 1'b0;
			end
			LE2: begin
			la <= 1'b0;
			lb <= 1'b0;
			lc <= 1'b0;
			ra <= 1'b1;
			rb <= 1'b1;
			rc <= 1'b1;
			end
			RE0: begin
			la <= 1'b1;
			lb <= 1'b0;
			lc <= 1'b0;
			ra <= 1'b0;
			rb <= 1'b0;
			rc <= 1'b0;
			end
			RE1: begin
			la <= 1'b1;
			lb <= 1'b1;
			lc <= 1'b0;
			ra <= 1'b0;
			rb <= 1'b0;
			rc <= 1'b0;
			end
			RE2: begin
			la <= 1'b1;
			lb <= 1'b1;
			lc <= 1'b1;
			ra <= 1'b0;
			rb <= 1'b0;
			rc <= 1'b0;
			end
		endcase
	end
end
endmodule
==> /design/flow/run.sh <==
#!/bin/bash
# OpenROAD 26Q1-2900-gdf79404cd8, Yosys 0.63+post, stock flow scripts
make -C /OpenROAD-flow-scripts/flow DESIGN_CONFIG=/design/flow/config.mk WORK_HOME=/design/flow/orfs finish
==> flow.log <==
[report] implementation figures
INFO  metric detail_route.iter0.violations = 20
INFO  metric cts_tree = yes
INFO  metric finish.utilization = 15.3%
INFO  metric grt_antenna_before_repair = 0
INFO  metric grt.overflow.total = 0
INFO  metric tritoncts.num_buffers = 3
INFO  metric grt_first_pass_wirelength = 1660 um
INFO  metric critPathMaxStageDelay = 0.47 ns
INFO  metric power.leakage = 0.000286 uW
INFO  metric die.size.x = 88 um
INFO  metric tritoncts_num_sinks = 13
INFO  metric fin_worst_skew = 0.00145 ns
INFO  metric sequential_to_total_area_share_from_yosys_stat = 68.5%
INFO  metric finalSetupTns = 0 ns
INFO  metric detail_route.wirelength = 1030 um
INFO  metric finalCriticalPeriod = 1.53 ns
INFO  metric worst_ep_required_time = 1.84 ns
INFO  metric setup-violations-final = 0
INFO  metric grt.total_usage = 2.70%
INFO  metric htree_num_levels = 1
INFO  metric nFillCells = 463
INFO  metric cts.root.buffer_cell = clkbuf_8
INFO  metric tightest_slew = 0.567 ns
INFO  metric outcome = completed
INFO  metric gpl.final_weighted_congestion = 0.785
INFO  metric maxSlewViolCount = 0
INFO  metric tool_warnings = 25
INFO  metric vdd_ir_drop_max = 0.286 mV
INFO  metric cts.hold.buffers_added = 0
INFO  metric grt_setup_unrepaired = no
INFO  metric drc = 0
INFO  metric timing.critical_path.arrival = 1.07 ns
INFO  metric wp_buf_inv = 1
INFO  metric hpwl = 751 um
INFO  metric crit_path_cell_trace = clkdlybuf4s50_1
INFO  metric report.final.hold_viol_count = 0
INFO  metric criticalPathCategory = register to output pin
INFO  metric synthCells = 33
INFO  metric avgRoutedWirePerCell = 10.5 um
INFO  metric synth_flop_count = 13
INFO  metric grt_start_max_net_pins = 14
INFO  metric clockBufferDepth = 2
INFO  metric netlist_area_pre_place = 477 um2
INFO  metric antenna_violating_nets_post_route = 0
INFO  metric setup.worst_path.start_class = register
INFO  metric max_slew_headroom = 62.0%
INFO  metric cellPowerDensity = 647 nW/um2
INFO  metric n_antenna_cell = 0
INFO  metric floorplan.io_pins = 10
INFO  metric detailedRoute.firstPassIterationCount = 3
INFO  metric placeableCoreArea = 4410 um2
INFO  metric synth_warnings = 1
INFO  metric ys_cells = 33
INFO  metric first_global_vias = 312
INFO  metric floorplan.initialDensity = 10.8%
INFO  metric ff_latch_area = 327 um2
INFO  metric design.die.area = 7740 um2
INFO  metric finalCritPeriodShare = 66.5%
INFO  metric cpMaxStageDelayCell = clkdlybuf4s50_1
INFO  metric clock_insertion_delay_worst_skew = 0.24 ns
INFO  metric io_port_bufs = 9
INFO  metric hold_removal_path_class = register to register
INFO  metric synth_cell_types = 16
INFO  metric die.size.y = 88 um
INFO  metric holdWs = 0.457 ns
INFO  metric vias_per_cell = 3.21
INFO  metric power = 438 uW
INFO  metric cts-resized-gates = 0
INFO  metric via_count = 315
INFO  metric path_max_fanout = 2
INFO  metric synth.avg_cell_area = 14.4 um2
INFO  metric type_of_element_capturing_the_critical_path = output pin
INFO  metric cts_setup_buffers = 0
INFO  metric multiInputGateArea = 150 um2
INFO  metric synth-area-yosys = 477 um2
INFO  metric maxCapViolations = 0
INFO  metric max_clock_freq = 654 MHz
INFO  metric drive_gt1_share = 17.4%
INFO  metric worst_path_dominant_cell_family = buffers and inverters
INFO  metric row_count = 24
INFO  metric worst_setup_hold_path_clk_slew = 0.05 ns
INFO  metric area.growth.synth_to_final = 42.0%
## cell families (layout without fill, tap and decap cells)
family          Yosys count  count (layout)  synth area share, %
simple gates             17              17                 27.0
flops                    13              13                 68.5
compound gates            3               3                 4.46
buf+inv                   0              13                    0
## report_power, final
group	leakage, uW	switching [uW]	total (uW)	internal (uW)
clock	0.0000228	77.3	199	122
sequential	0.000178	0	229	229
combinational	0.0000856	5.06	9.70	4.64
total	0.000286	82.4	438	356
## layout by cell type, fill, tap and decap left out, types with 2 or more instances in the layout
cell type	count
clkbuf_8	3
dfrtp_1	12
nor2_1	3
nor3_1	4
nor4b_1	2
clkdlybuf4s50_1	9
## Yosys cell counts, drive strengths merged
cell    n  area (um2)
dfrtp  12         300
nor3    4        20.0
nor2    3        11.3
nor4    2        27.5
nor4b   2        17.5
a21oi   1        5.00
and2    1        7.51
and3b   1        10.0
dfstp   1        26.3
nor3b   1        7.51
o21a    1        7.51
o31a    1        8.76
or3     1        6.26
or4     1        11.3
or4b    1        10.0
## layout make-up
| type | count | area share (%) |
|---|---|---|
| multi-input cells | 20 | 22.2 |
| flip-flops and latches | 13 | 48.2 |
| well taps | 52 | 9.61 |
| repair buffers | 9 | 13.3 |
| clock buffers | 4 | 6.65 |
## sequential cells by signal, summed over array words and instances (netlist names)
| register | cells |
|---|---|
| current_state | 7 |
| rc | 1 |
| lc | 1 |
| rb | 1 |
| lb | 1 |
| la | 1 |
| ra | 1 |
## final timing paths
kind                                             from                         end  slack (ns)  cells past startpoint
setup / recovery                       lb$_DFFE_PN0P_                          lb        0.77                      1
hold / removal             current_state[2]$_DFF_PN0_  current_state[6]$_DFF_PN0_        0.46                      0
setup reg to reg           current_state[6]$_DFF_PN0_              lb$_DFFE_PN0P_        1.02                      2
hold reg to reg            current_state[2]$_DFF_PN0_  current_state[6]$_DFF_PN0_        0.46                      0
max in group asynchronous                       reset  current_state[0]$_DFF_PN1_        1.34                      1
min in group asynchronous                       reset  current_state[3]$_DFF_PN0_        0.59                      1
## metrics by stage
step	setup WS [ns]	instance area [um2]	std cells
final	0.771	677	98
after global routing	0.723	677	98
after CTS	0.752	677	98
after detailed placement	0.895	632	94
after global placement	0.934	632	94
after floorplan	1.08	477	33
## per-layer routing
layer | share of wire [%] | wire, um | track usage (%)
met4 | 0 | 0 | 0.145
met1 | 55 | 560 | 4.14
met5 | 0 | 0 | 0
met3 | 7.2 | 74 | 1.40
met2 | 38 | 392 | 3.37
Power figures rest on the tool's default switching activity, not on a simulated workload.
