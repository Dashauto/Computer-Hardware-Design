### design/flow/constraint.sdc
current_design lab4_a

set clk_period 6.4
set clk_io_pct 0.2

create_clock -name clk0 -period $clk_period [get_ports {rclk}]
create_clock -name clk1 -period $clk_period [get_ports {wclk}]

set non_clock_inputs [all_inputs -no_clocks]
set_input_delay [expr $clk_period * $clk_io_pct] -clock clk0 $non_clock_inputs
set_output_delay [expr $clk_period * $clk_io_pct] -clock clk0 [all_outputs]
### design/flow/config.mk
export PLATFORM = sky130hd
export DESIGN_NAME = lab4_a
export DESIGN_NICKNAME = lab4_a
export VERILOG_FILES = /design/flow/design.v
export SDC_FILE = /design/flow/constraint.sdc
export NUM_CORES = 4
export LEC_CHECK = 1
export CORE_UTILIZATION = 40
### design/flow/design.v
`timescale 1ns / 1ps
module lab4_a
#(parameter DATA_WIDTH = 8,
  parameter FIFO_DEPTH = 16)
(
input logic rst,
input logic wclk,
input logic [7:0] wdata,
input logic write_en,
input logic rclk,
input logic read_en,
output logic full,
output logic [7:0] rdata,
output logic empty,
output logic [4:0]write_ptr,
output logic [4:0]read_ptr
    );
logic [7:0] Data [15];
logic [3:0] write_position;                
logic [3:0] read_position;               
logic [4:0] write_next;              
logic [4:0] read_next;               
logic [4:0] write_next_gray;
logic [4:0] write_next_gray_d1;
logic [4:0] write_next_gray_d2;
logic [4:0] read_next_gray;
logic [4:0] read_next_gray_d1;
logic [4:0] read_next_gray_d2;
always_ff@(posedge wclk,posedge rst)
if(rst)
    write_next <= 0;
else if(write_en && ~full)      
    write_next <= write_next + 1;       
always_ff@(posedge rclk,posedge rst)
if(rst)
    read_next <= 0;
else if(read_en && ~empty)                   
    read_next <= read_next + 1;     
assign write_position = write_next[3:0];
assign read_position = read_next[3:0];   
always_ff@(posedge wclk)
if(write_en && ~full)
    Data[write_position] <= wdata;             
always_ff@(posedge rclk)
if(read_en && ~empty)
    rdata <= Data[read_position];           
assign write_next_gray=(write_next >> 1) ^ write_next;
assign read_next_gray=(read_next >> 1) ^ read_next; 
always_ff@(posedge wclk,posedge rst)
if(rst)
begin
    read_next_gray_d1 <= 0;
    read_next_gray_d2 <= 0;
end
else
begin
    read_next_gray_d1 <= read_next_gray;                            
    read_next_gray_d2 <= read_next_gray_d1;                         
end
always_ff@(posedge rclk,posedge rst)
if(rst)
begin
    write_next_gray_d1 <= 0;
    write_next_gray_d2 <= 0;
end
else
begin
    write_next_gray_d1 <= write_next_gray;
    write_next_gray_d2 <= write_next_gray_d1;                        
end
assign full=(write_next_gray=={~read_next_gray_d2[4:4-1],read_next_gray_d2[4-2:0]})?1'b1:1'b0;       
assign empty=(read_next_gray==write_next_gray_d2)?1'b1:1'b0;
assign write_ptr = write_next[4:0];
assign read_ptr = read_next[4:0];	 
endmodule
### design/flow/run.sh
#!/bin/bash
# OpenROAD 26Q1-2900-gdf79404cd8, Yosys 0.63+post, stock flow scripts
make -C /OpenROAD-flow-scripts/flow DESIGN_CONFIG=/design/flow/config.mk WORK_HOME=/design/flow/orfs finish
==> results.env <==
OUTCOME='finished clean'
DRTPASS1ITERATIONS=4
POSTROUTEWIRELENGTH_UM=11100
TIMING.FINAL.HOLD_VIOLATIONS=0
GRT_FIRST_PASS_WIRELENGTH_UM=17400
WORSTREG2REGSTART='read_next[1]'
DRT-WIRELENGTH-PER-CELL_UM=19.9
YOSYS_AREA_UM2=6170
IRDROPWORSTVDD_V=0.000218
GRT.OVERFLOW.TOTAL=0
POSTCTSSETUPREPAIRBUFS=0
SYNTH.AREA.MUX_SHARE_PCT=11.8
TIMING.CRITICAL_PATH.FANOUT_MAX=28
YOSYS.AREA_SHARE.ADDER_PCT=2.44
SYNTH_XOR_XNOR_AREA_SHARE_PCT=2.96
OPENROAD.WARNINGS=32
SYNTH.AREA.TOP_CELLS='sky130_fd_sc_hd__edfxtp_1 62%, sky130_fd_sc_hd__dfrtp_1 12%, sky130_fd_sc_hd__mux4_2 8.8%'
TIMING.CRITICAL_PATH.TO_TYPE='output port'
TIMING_WORST_SLEW_PIN_VALUE_NS=0.739
SHARE_OF_FINAL_LAYOUT_STANDARD_CELLS_STRONGER_THAN_DRIVE_STRENGTH_1_PCT=18.6
CLK_PIN_SLEW_WORST_PATHS_NS=0.07
SYNTH.LIB_CELLS_USED.DISTINCT=29
YOSYS_WARNINGS=1
WORST-ENDPOINT-REQUIRED_NS=5.12
LAYOUT_TOP_CELLS_EXCL_FILL_TAP='128 x sky130_fd_sc_hd__edfxtp_1, 31 x sky130_fd_sc_hd__clkdlybuf4s50_1, 29 x sky130_fd_sc_hd__dfrtp_1, 24 x sky130_fd_sc_hd__mux4_2, 20 x sky130_fd_sc_hd__clkbuf_16'
FINAL-SEQ-AREA_UM2=4600
SETUP_VIOL=0
RSZ0062_AT_GRT='no'
FLOORPLAN.CORE_UTIL_PCT=40.7
CLOCK_SINKS=158
WHS_PATH_DEPTH=0
WORSTSETUPPATHTYPE='reg -> out'
DESIGN.CORE.AREA_UM2=15100
HOLD_BUFFERS=0
POST_CTS_RESIZE_COUNT=0
LAYOUT.AREA.COMB_UM2=1470
WORST_PATH_LARGEST_CELL_DELAY_NS=0.72
DR_ITER_0_VIOLS=203
VIAS_AFTER_DETAILED_ROUTING=2864
FIN_WORST_SKEW_NS=0.0104
GP_ROUTABILITY_CONGESTION=0.814
POST-DP-HPWL_UM=6950
ANTENNA-DIODE-COUNT=0
MAPPEDNETLISTAREA_UM2=6170
FLOORPLAN.DIE_AREA_UM2=15900
ROUTE.DETAILED.VIAS_PER_INST=5.12
FIRST_GLOBAL_VIAS=3035
GRT_START_MAX_NET_PINS=37
SYNTHDOMINANTAREACELLTYPE='sky130_fd_sc_hd__edfxtp_1'
DRC=0
WORST-R2R-CELL-COUNT=6
LAYOUT_TOP_CELL='sky130_fd_sc_hd__edfxtp_1'
PLACEMENT_ROWS=45
SYN_INST=319
MIN_PATH_TYPE='reg -> reg'
MIN-DELAY-START='write_next_gray_d1[0]'
TOTAL_LEAKAGE_POWER_uW=0.00256
IO_PINS=33
POST_SYNTH_MAIN_LOGIC_FAMILY='multiplexers'
SETUP.WORST_PATH.START_CLASS='flop'
CPLARGESTDELAYFAMILY='buffers and inverters'
CP_DATA_ARRIVAL_TIME_NS=3.04
GLOBALROUTETOTALUTIL_PCT=16.0
DETAIL-ROUTE-ANTENNA-NETS=0
WORSTSETUPSTARTPOINT='read_next[1]'
TOP_AREA_SHARE_PCT=62.3
FF_TYPE='sky130_fd_sc_hd__edfxtp_1'
NUM-FILL-CELLS=1191
PWR_DENSITY_CELL_nW_PER_UM2=471
PORT_BUFFERS=31
WORST-PATH-STAGES=6
FP.DIEW_UM=126
ANTENNA_FOUND_INITIAL=0
FINAL.SETUP.TNS_NS=0
DIE_H_UM=126
AREA_DELTA_SYNTH_FINAL_PCT=17.2
YS_CELLS=319
CRITICAL-PATH-SLOWEST-CELL='sky130_fd_sc_hd__dfrtp_1'
AVGSYNTHCELLAREA_UM2=19.3
MAX_CAP_VIOLATION_COUNT=0
PATH_BUFFERS=2
SYNTH_SIMPLE_GATE_AREA_SHARE_PCT=3.49
SYNTH_SEQUENTIAL_AREA_RATIO_PCT=74.5
CRIT_PATH_CELL_TRACE='buf_4, ha_1, xor2_1, nor4_2, and2_1, clkdlybuf4s50_1'
SYNTH_ASYNC_SR_FLOP_SHARE_PCT=19.0
SYNTH-EDFF-COUNT=128
SYNTH-COMPOUND-AREA-SHARE_PCT=3.13
FIN_HOLD_WS_NS=0.347
TIMING.FINAL.MAX_SLEW_VIOLATIONS=0
MAX-SLEW-MARGIN-REL_PCT=50.8
YS_FF=158
CLOCK_TREE_FROM_TRITONCTS='done'
==> logic make-up (layout without fill, tap and decap cells) <==
family                     count (synthesis)  count (layout)
buffers and inverters                     20              72
AOI/OAI and AO/OA                         32              32
and+or+nand+nor                           35              35
DFF                                      158             158
adders and majority gates                 12              12
muxes                                     42              42
xor gates and xnor gates                  20              20
==> worst register-to-register path, stage by stage (launching register included) <==
cell	delay (ns)
sky130_fd_sc_hd__dfrtp_1	0.72
sky130_fd_sc_hd__buf_4	0.46
sky130_fd_sc_hd__ha_1	0.33
sky130_fd_sc_hd__xor2_1	0.17
sky130_fd_sc_hd__nor4_2	0.44
sky130_fd_sc_hd__a21boi_2	0.28
sky130_fd_sc_hd__mux2_2	0.35
==> worst paths after layout <==
path	end	slack, ns
worst min register to register	write_next_gray_d2[0]	0.35
max in group asynchronous	read_next[0]	4.72
worst max-delay path	empty	2.08
max in group clk1	Data[10][1]	3.56
worst min-delay path	write_next_gray_d2[0]	0.35
min in group clk1	read_next_gray_d2[4]	0.35
worst max register to register	read_next[1]	3.53
min in group asynchronous	read_next_gray_d2[4]	1.25
==> flip-flops by register name, summed over array words and instances (netlist names) <==
register and count:
rdata 8, write_next_gray_d2 5, read_next_gray_d1 5, write_next 5, Data 120, read_next 5
read_next_gray_d2 5, write_next_gray_d1 5
==> where the power goes <==
group	internal (uW)	leakage (uW)	total, uW	switching [uW]
logic	474	0.000766	965	491
clock network	567	0.000283	960	393
registers	1340	0.00151	1480	136
total	2380	0.00256	3400	1020
==> synth_stat cells, types with 2 or more instances <==
master                     count
sky130_fd_sc_hd__a21oi_1       6
sky130_fd_sc_hd__buf_1         2
sky130_fd_sc_hd__dfrtp_1      30
sky130_fd_sc_hd__and2_1        5
sky130_fd_sc_hd__and3_2        3
sky130_fd_sc_hd__buf_2         2
sky130_fd_sc_hd__ha_1         12
sky130_fd_sc_hd__a21boi_2      2
sky130_fd_sc_hd__xor2_1       14
sky130_fd_sc_hd__nand3_1       4
sky130_fd_sc_hd__edfxtp_1    128
sky130_fd_sc_hd__buf_4         5
sky130_fd_sc_hd__nand2_1      10
sky130_fd_sc_hd__clkbuf_1      5
sky130_fd_sc_hd__mux2i_1      16
sky130_fd_sc_hd__a22oi_1       8
sky130_fd_sc_hd__o21ai_0      16
sky130_fd_sc_hd__inv_1         5
sky130_fd_sc_hd__mux4_2       24
sky130_fd_sc_hd__and3_1        9
sky130_fd_sc_hd__xnor2_1       5
==> cell type report <==
class	instances	share of cell area [%]
Clock buffer	22	7.03
Clock inverter	11	0.935
Inverter	5	0.260
Multi-Input combinational cell	141	20.3
Sequential cell	158	63.6
Tap cell	188	3.26
Timing Repair Buffer	34	4.61
==> metrics by stage <==
step           setup WS [ns]  utilization [%]  area, um2  instances  total power [uW]
6_report                2.08             47.7       7230        559              3400
5_1_grt                 1.87             47.7       7230        559              3590
4_1_cts                 2.02             47.7       7230        559              3440
3_5_place_dp            2.30             43.9       6650        526              2470
3_3_place_gp            2.34             43.9       6650        526              2460
2_1_floorplan           3.63                -       6170        319              2130
==> layer usage <==
metal	track usage, %	wire length [um]
met5	0	0
met4	3.61	258
met3	7.40	946
met2	22.8	5150
met1	24.8	4770
Power is estimated from default activity; no workload was simulated.
